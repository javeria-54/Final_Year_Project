[./design.v]
typedef enum logic [16-1:0] {
    MTIME_LOW_R     = 16'hbff8,
    MTIME_HIGH_R    = 16'hbffc,
    MTIMECMP_LOW_R  = 16'h4000,
    MTIMECMP_HIGH_R = 16'h4004
} type_mtime_regs_e;
parameter WR_STROB = 512/8;
module viq (
    input  logic                        clk,
    input  logic                        reset,          
    input  logic                        vector_instr_valid,
    input  logic [3-1:0]       instr_seq_i,
    input  logic [32-1:0]         instruction_i,
    input  logic [32-1:0]       operand_rs1_i,
    input  logic [32-1:0]       operand_rs2_i,
    input  logic                        instr_is_vec_i,
    input  logic                        deq_ready,     
    output logic                        deq_valid,      
    output logic [3-1:0]       instr_seq_o,
    output logic [32-1:0]         instruction_o,
    output logic [32-1:0]       operand_rs1_o,
    output logic [32-1:0]       operand_rs2_o,
    output logic                        instr_is_vec_o, do_deq,
    output logic                        viq_full,
    output logic [$clog2(8):0]   num_instr
);
    localparam PTR_W = $clog2(8);
    logic [(3 + 32 + 32 + 32 + 1)-1:0]  fifo [0:8-1];
    logic [PTR_W:0]  write_ptr;
    logic [PTR_W:0]  read_ptr;
    logic [PTR_W-1:0] write_idx;
    logic [PTR_W-1:0] read_idx;
    assign write_idx = write_ptr[PTR_W-1:0];
    assign read_idx  = read_ptr [PTR_W-1:0];
    logic full, empty;
    assign full  = (write_ptr[PTR_W]     != read_ptr[PTR_W]) &&
                   (write_ptr[PTR_W-1:0] == read_ptr[PTR_W-1:0]);
    assign empty = (write_ptr == read_ptr);
    logic [3-1:0] last_enqueued_seq;
    logic seq_is_new;
    assign seq_is_new = (instr_seq_i != last_enqueued_seq);
    logic do_enq;
    assign do_enq = vector_instr_valid && !full && seq_is_new;
    assign do_deq = deq_ready && !empty;
    assign deq_valid = !empty;
    assign viq_full  = full;
    assign num_instr = write_ptr - read_ptr;   
    always_comb begin
        if (!empty && do_deq) begin
            {instr_seq_o,
             instruction_o,
             operand_rs2_o,
             operand_rs1_o,
             instr_is_vec_o} = fifo[read_idx];
        end 
        else begin
            instr_seq_o = 'b0;
            instruction_o = 'b0;
            operand_rs1_o = 'b0;
            operand_rs2_o = 'b0;
            instr_is_vec_o = 'b0;
        end
    end
    always_ff @(posedge clk) begin
        if (!reset) begin
            write_ptr         <= '0;
            read_ptr          <= '0;
            last_enqueued_seq <= '0;
            for (int i = 0; i < 8; i++) begin
                fifo[i] = '0;
            end
        end else begin
            if (do_enq) begin
                fifo[write_idx] <= {instr_seq_i,
                                    instruction_i,
                                    operand_rs2_i,
                                    operand_rs1_i,
                                    instr_is_vec_i};
                write_ptr         <= write_ptr + 1'b1;
                last_enqueued_seq <= instr_seq_i;   
            end
            if (do_deq) begin
                read_ptr <= read_ptr + 1'b1;
            end
        end
    end
endmodule
[./run.sh]
#!/bin/bash
# OpenROAD 26Q1-2900-gdf79404cd8, Yosys 0.63+post, stock flow scripts
make -C /OpenROAD-flow-scripts/flow DESIGN_CONFIG=/design/flow/config.mk WORK_HOME=/design/flow/orfs finish
[./config.mk]
export PLATFORM = sky130hd
export DESIGN_NAME = viq
export DESIGN_NICKNAME = viq
export VERILOG_FILES = /design/flow/design.v
export SDC_FILE = /design/flow/constraint.sdc
export NUM_CORES = 4
export LEC_CHECK = 1
export CORE_UTILIZATION = 30
[./constraint.sdc]
current_design viq

set clk_period 13.7
set clk_io_pct 0.2

create_clock -name clk0 -period $clk_period [get_ports {clk}]

set non_clock_inputs [all_inputs -no_clocks]
set_input_delay [expr $clk_period * $clk_io_pct] -clock clk0 $non_clock_inputs
set_output_delay [expr $clk_period * $clk_io_pct] -clock clk0 [all_outputs]
==> results.yml <==
# flow metrics
status:
  status: "finished clean"
grt:
  grt_usage: 0.164
  overflow: 0
  grt_pass1_wl_microns: 139000
  grt_pass1_vias: 22189
  antenna_found_initial: 5
  grt_max_degree: 68
route:
  wl_per_cell_microns: 21.5
  ant_nets: 0
  vias: 20645
  wl_microns: 93600
  dr.pass1.iters: 6
  drt-initial-drc-count: 1054
  drcViolationCount: 0
  viasPerCell: 4.74
setup_path:
  critPathMaxFanout: 56
  required_ns: 10.96
  worstSetupPathType: "in -> out"
  reg2reg_depth: 8
  start_kind: "input pin"
  end_kind: "output pin"
  arrival_ns: 5.22
clocking:
  clockBufferDepth: 3
  cts_buffers: 89
  cts-root-buf: "clkbuf_16"
  postCtsHoldBufs: 0
  cts.sinks: 814
  ctsHtreeMaxLevel: 3
  postCtsSetupBuffers: 0
  cts_resized: 0
  clock_latency_ns: 0.66
  path_clk_slew_ns: 0.06
  cts_tree: "built"
pwr:
  p_int_mw: 4.54
  p_leak_nw: 13.6
  power_mw: 6.05
  p_switching_mw: 1.50
  power_density_mw_per_mm2: 140
  p_sw_frac: 0.249
  pwr-share-comb: 0.147
  power.share.sequential: 0.482
  irDropWorstVdd_mv: 0.0761
  pwr-share-clk: 0.372
final_layout:
  final_core_util: 0.357
  layout.cells.non_filler: 4353
  fill_cells: 11455
  mostFrequentLayoutCells: "edfxtp_1, nor2_1, nand2_1"
  area_growth_pct: 17.5
  mostFrequentLayoutCell: "edfxtp_1"
  fin_area_sq_mm: 0.0430
  final_layout_size_suffix_gt1_frac: 0.207
place:
  portBuffers: 210
  dp_hpwl_microns: 51900
  pre_cts_ws_ns: 5.69
  dp.cells: 4194
  place_area_sq_mm: 0.0403
  gp_congestion: 0.804
final_timing:
  clock_skew_ns: 0.0269
  tightest_slew_ns: 0.819
  final-setup-viol-count: 0
  drv_slew: 0
  hold_violations: 0
  finalCritPeriodShare: 0.581
  setup_slack_ns: 5.74
  layout_min_cycle_time_ns: 7.96
  rsz0062_at_grt: "false"
  finalSetupTns_ns: 0
  hold-worst-slack_ns: 0.476
  max_freq_mhz: 126
  slew_headroom: 0.452
synthesis:
  ys_area_sq_mm: 0.0366
  yosys_warnings: 1
  ys_ff: 814
  synth_seq_share: 0.664
  yosys.cell_types.count: 36
  yosys_cells: 2489
  syn_avg_cell_area_sq_um: 14.7
  syn-cell-area_sq_mm: 0.0366
  netlist_instances: 2489
hold_path:
  hold_path_depth: 2
  hp-class: "reg -> reg"
floorplan:
  dieArea_sq_mm: 0.123
  initCoreUtil: 0.304
  rows: 127
  core_sq_mm: 0.120
  io_pins: 211
  die_h_microns: 351
  fp.dieW_microns: 351
flow_run:
  tool_warnings: 25
  cap_violations: 0
## state kept, by name (all words and copies together) (netlist names), named ones only
signal and flops:
write_ptr 4, last_enqueued_seq 3, fifo 800, read_ptr 4
## cell families (layout without fill, tap and decap cells)
kind of cell	Yosys count	count (layout)	synth area share
buffers and inverters	190	440	0.0314
flip-flops	814	814	0.664
AND-OR/OR-AND	20	20	0.00355
AND/OR/NAND/NOR	1146	1146	0.145
other	0	2	0
multiplexers	305	305	0.152
adder cells (fa/ha/maj)	6	6	0.00226
XOR/XNOR	8	8	0.00191
## cell usage after synthesis
| cell type | count | area share |
|---|---|---|
| nor4_1 | 9 | 0.0015 |
| clkbuf_1 | 79 | 0.0081 |
| xor2_1 | 1 | 0.00024 |
| mux2i_1 | 105 | 0.029 |
| a21o_1 | 2 | 0.00041 |
| clkbuf_2 | 1 | 0.00014 |
| nand3_1 | 9 | 0.0012 |
| dfxtp_1 | 14 | 0.0077 |
| xnor2_1 | 7 | 0.0017 |
| o21ai_0 | 5 | 0.00068 |
| buf_2 | 39 | 0.0053 |
| ha_1 | 5 | 0.0017 |
| nor2_2 | 70 | 0.012 |
| buf_6 | 30 | 0.0092 |
| fa_1 | 1 | 0.00055 |
| nand2_1 | 219 | 0.022 |
| o21a_1 | 1 | 0.00021 |
| buf_1 | 22 | 0.0023 |
| nand4_1 | 1 | 0.00017 |
| a21oi_1 | 1 | 0.00014 |
| or2_2 | 1 | 0.00017 |
| nor3_1 | 2 | 0.00027 |
| nor2_4 | 100 | 0.031 |
| o21ai_1 | 2 | 0.00027 |
| mux4_2 | 200 | 0.12 |
| buf_12 | 10 | 0.0055 |
| o31ai_1 | 4 | 0.00082 |
| edfxtp_1 | 800 | 0.66 |
| or3_1 | 4 | 0.00068 |
| inv_1 | 9 | 0.00092 |
| nand2b_1 | 2 | 0.00034 |
| nor2_1 | 712 | 0.073 |
| nor2b_1 | 1 | 0.00017 |
| and3_1 | 1 | 0.00017 |
| and2_1 | 15 | 0.0026 |
| a21boi_0 | 5 | 0.0010 |
## final cells by class
type / instances / area [sq um] / share of cell area
multi-input cells: 1485 / 11300 / 0.263
well taps: 1612 / 2020 / 0.0469
clock buffers: 110 / 2330 / 0.0541
diodes: 2 / 5.00 / 0.000116
clock inverters: 47 / 367 / 0.00852
inverters: 9 / 33.8 / 0.000785
repair buffers: 274 / 2660 / 0.0617
flip-flops and latches: 814 / 24300 / 0.565
## per-layer routing
layer / vias up / GRT usage / share of wire
li1: 9379 / - / -
met1: 10176 / 0.207 / 0.37
met2: 976 / 0.250 / 0.47
met3: 108 / 0.100 / 0.14
met4: 6 / 0.0284 / 0.019
met5: - / 0.00510 / 0.0011
## power groups by stage
stage         logic, mW  clock network [mW]  registers (mW)
CTS               0.916                2.30            2.92
global route      0.971                2.38            2.93
finish            0.887                2.25            2.91
## final timing paths
check / slack (ns) / start / to
hold / removal: 0.48 / last_enqueued_seq[1] / last_enqueued_seq[1]
setup / recovery: 5.74 / deq_ready / operand_rs2_o[13]
setup reg to reg: 8.98 / write_ptr[2] / fifo[4][86]
hold reg to reg: 0.48 / last_enqueued_seq[1] / last_enqueued_seq[1]
## critical path, cell delays in order
cell and delay (ns):
clkdlybuf4s50_1 0.45, o21ai_4 0.07, buf_4 0.50, buf_4 0.69
nor2_1 0.26, clkdlybuf4s50_1 0.47
Power and IR drop assume default switching activity.
