File: ./config.mk
export PLATFORM = sky130hd
export DESIGN_NAME = val_ready_controller
export DESIGN_NICKNAME = val_ready_controller
export VERILOG_FILES = /design/flow/design.v
export SDC_FILE = /design/flow/constraint.sdc
export NUM_CORES = 4
export LEC_CHECK = 1
export CORE_AREA = 10 10 70 70
export DIE_AREA = 0 0 80 80
File: ./constraint.sdc
current_design val_ready_controller

set clk_period 1.6
set clk_io_pct 0.2

create_clock -name clk0 -period $clk_period [get_ports {clk}]

set non_clock_inputs [all_inputs -no_clocks]
set_input_delay [expr $clk_period * $clk_io_pct] -clock clk0 $non_clock_inputs
set_output_delay [expr $clk_period * $clk_io_pct] -clock clk0 [all_outputs]
File: ./design.v
module val_ready_controller (
    input   logic       clk,
    input   logic       reset,
    input   logic       inst_valid,              
    input   logic       scalar_pro_ready,        
    input   logic       csr_done,exe_done,is_loaded, is_stored,mask_done,
    output  logic       vec_pro_ready,           
    output  logic       vec_pro_ack,              
    input   logic       inst_done
);
typedef enum logic [1:0]{  
    IDLE,
    PROCESS,
    WAIT_READY
} val_read_states_e;
val_read_states_e  c_state,n_state;
always_ff @( posedge clk or negedge reset) begin 
    if (!reset)begin
        c_state <= IDLE;
    end
    else begin
        c_state <= n_state; 
    end
end
always_comb begin
    n_state = IDLE;
    case (c_state)
      IDLE  :   begin
            if (inst_valid)     n_state = PROCESS;
            else                n_state = IDLE;
      end
      PROCESS  :   begin
            if (csr_done | exe_done | is_loaded | is_stored |mask_done) begin
                    n_state = IDLE;
            end   
            else     n_state = PROCESS;
      end
      WAIT_READY : begin
            if (scalar_pro_ready)   n_state = IDLE;
            else                    n_state = WAIT_READY;
        end    
        default: n_state = IDLE; 
    endcase    
end
always_comb begin 
    vec_pro_ready = 1'b1;
    vec_pro_ack   = 1'b0;
    case (c_state)
       IDLE : begin
            vec_pro_ready = 1'b1;
            vec_pro_ack   = 1'b0;
        end
        PROCESS : begin
            vec_pro_ready = 1'b0;
            if (inst_done)begin
                vec_pro_ack = 1'b1;
            end
            else begin
                vec_pro_ack     = 1'b0;    
            end
        end 
        WAIT_READY : begin
            vec_pro_ack = 1'b1;
            vec_pro_ready = 1'b0;
        end
        default: begin
            vec_pro_ready = 1'b1;
            vec_pro_ack   = 1'b0;
        end
    endcase
end
endmodule
File: ./run.sh
#!/bin/bash
# OpenROAD 26Q1-2900-gdf79404cd8, Yosys 0.63+post, stock flow scripts
make -C /OpenROAD-flow-scripts/flow DESIGN_CONFIG=/design/flow/config.mk WORK_HOME=/design/flow/orfs finish
==> changes_impl.md <==
## Implementation

* Status: finished, final reports clean
* Reg with most FFs: c_state
* CTS clk-pin slew, worst paths at 0.04 ns
* I/O Buffers at 11
* Synth Register Bits at 3
* Mean Syn Cell Area at 11.8 um^2
* WP data required at 1.28 ns
* Synth unique cells at 10
* Setup TNS at 0 ns
* Grt ovf at 0
* Layout cells sized above 1 at 32.1%
* Crit path kind: register to output port
* Area reported by Yosys stat at 141 um^2
* Crit share post-route at 93.5%
* Fmax at 669 MHz
* Number of OpenROAD warnings at 25
* DRC at 0
* RSZ-0062 raised after global routing: false
* GPL Wtd Cong at 0.822
* Final Critical Period at 1.50 ns
* # H-tree levels at 1
* CTS tree: done
* GRT Total Usage at 1.74%
* Slew @ Worst Pin at 0.160 ns
* DR WL/cell at 6.93 um
* DP Area at 309 um^2
* DR pass1 iterations at 2
* Die Size at 6400 um^2
* Vias in the first global route at 171
* Pwr/cell area at 680 nW/um^2
* Clock buffer depth at 2
* Post-synthesis cell area at 141 um^2
* Rows at 21
* Startpoint Class: register
* Die height at 80 um
* Yosys warning count at 1
* Iter 0 DRT Violations at 2
* Core Util, Final at 10.1%
* Slew margin rel. at 89.3%
* Setup Viol. Count Final at 0
* WHS at 0.272 ns
* Biggest regs: c_state x3
* Initial antenna violation count at 0
* ANT nets after route at 0
* Root Buffer: clkbuf_4
* Top cell area share at 35.4%
* DR vias at 154
* Drt total wl at 513 um
* Max reg flops at 3
* N_diodes at 0
* Max cap viols at 0
* Synth-to-layout area growth at 143%
* P_leak at 0.140 nW
* Layout Skew at 0.00109 ns
* Core Util at FP at 4.14%
* # hold bufs at CTS at 0
* Endpoints failing hold at 0
* Pin count of the biggest net entering global routing at 5
* Synthesized instance count at 12
* Io pins at 12
* First-pass GRT wire length at 807 um
* Yosys cell count at 12
* Peak supply drop at 0.120 mV
* Worst min path class: input port to asynchronous set/reset pin
* Clock sinks at 3
* Core area at 3420 um^2
* Die Span X at 80 um
* Via density at 2.08
* Post-route design area at 344 um^2
* Sequential area share after synthesis at 54.0%
* CTS Buf Count at 3
* Final Slew Violations at 0
* Worst Path Arrival at 1.18 ns
* Worst Setup End Kind: output port
* Synth area leader: dfrtp_1
* Top cells by area: dfrtp_1, dfstp_2, nor2b_1
* Late-Pin Clk Latency at 0.23 ns
* Crit-path max FO at 4
==> final timing paths <==
kind                             from             to  slack (ns)  depth (start not counted)
max in group asynchronous       reset     c_state[0]        1.11                          1
min                             reset     c_state[2]        0.27                          1
min reg2reg                c_state[1]     c_state[1]        0.60                          1
max reg2reg                c_state[2]     c_state[0]        0.67                          2
min in group clk0          c_state[1]     c_state[1]        0.60                          1
max                        c_state[1]  vec_pro_ready        0.10                          2
==> synth_stat cells (all sizes together) <==
library cell	number
nand2	1
a221o	1
a21o	1
dfrtp	2
a32o	1
nor3	1
nor2b	2
nor2	2
dfstp	1
==> per-stage QoR <==
stage	total power [mW]	std cells	worst slack [ns]
after floorplan	0.0797	12	0.684
after global placement	0.105	69	-0.0563
after detailed placement	0.105	69	-0.0617
after CTS	0.242	73	0.0552
after global routing	0.256	74	0.0329
final	0.234	74	0.105
==> layout make-up <==
class                           count  area (um^2)
Clock buffer                        4         26.3
Timing Repair Buffer               12          116
Sequential cell                     3         76.3
Multi-Input combinational cell      9         67.6
Tap cell                           46         57.6
Fill cell                         403         3070
==> metal layers <==
metal / track usage, % / vias up / share of wire (%) / wire (um)
met3: 2.95 / 0 / 34 / 174
met2: 1.04 / 18 / 22 / 113
met1: 2.14 / 60 / 44 / 224
met5: 0 / - / 0 / 0
met4: 0.704 / 0 / 0 / 0
li1: - / 76 / - / -
==> placed cells by master, fill, tap and decap left out <==
| cell type | instances |
|---|---|
| nor3_2 | 1 |
| a21o_1 | 1 |
| dlygate4sd2_1 | 1 |
| nand2_1 | 1 |
| nor2_2 | 2 |
| a221o_1 | 1 |
| dfstp_2 | 1 |
| a32o_2 | 1 |
| buf_4 | 1 |
| clkbuf_4 | 3 |
| clkdlybuf4s50_1 | 10 |
| dfrtp_1 | 2 |
| clkbuf_1 | 1 |
| nor2b_1 | 2 |
==> cells by family after synthesis <==
kind of cell | count (synthesis) | share of synthesized area (%)
DFF | 3 | 54.0
AOI/OAI and AO/OA | 3 | 20.4
and+or+nand+nor | 6 | 25.7
==> power by group <==
part           switching, mW  leakage [nW]  internal, mW
logic                0.00715        0.0867        0.0205
clock network         0.0365        0.0150        0.0933
registers                  0        0.0383        0.0764
total                 0.0436         0.140         0.190
==> worst max-delay path, stage by stage, from the launching register on <==
cell             delay (ns)
dfrtp_1                0.41
nor2_2                 0.08
clkdlybuf4s50_1        0.46
==> timing repair <==
action                     CTS  global route
setup endpoints to repair    1             1
pin swaps                    1             0
resized                      1             1
setup buffers                0             1
Power is estimated from default activity; no workload was simulated.
