==> flow/design.v <==
typedef enum logic [16-1:0] {
    MTIME_LOW_R     = 16'hbff8,
    MTIME_HIGH_R    = 16'hbffc,
    MTIMECMP_LOW_R  = 16'h4000,
    MTIMECMP_HIGH_R = 16'h4004
} type_mtime_regs_e;
parameter WR_STROB = 512/8;
parameter VLMAX = 16 ;
parameter CSR_ADDR = 12;
typedef enum logic [6:0] {
    V_ARITH = 7'h57,
    V_LOAD  = 7'h07,
    V_STORE = 7'h27
} v_opcode_e;
typedef enum logic [5:0] {
    VADD    = 6'b000000,
    VSUB    = 6'b000010,
    VRSUB   = 6'b000011,
    VMINU   = 6'b000100,
    VMIN    = 6'b000101,
    VMAXU   = 6'b000110,
    VMAX    = 6'b000111,
    VAND    = 6'b001001,
    VOR     = 6'b001010,
    VXOR    = 6'b001011,
    VMSEQ   = 6'b011000,
    VMSNE   = 6'b011001,
    VMSLTU  = 6'b011010,
    VMSLT   = 6'b011011,
    VMSLEU  = 6'b011100,
    VMSLE   = 6'b011101,
    VMSGTU  = 6'b011110,
    VMSGT   = 6'b011111,
    VSLL    = 6'b100101,    
    VSRL    = 6'b101000,
    VSRA    = 6'b101001,
    VMV     = 6'b010111,
    VSSRL   = 6'b101010,
    VSSRA   = 6'b101011,
    VNSRL   = 6'b101100,
    VNSRA   = 6'b101101,
    VADC    = 6'b010000,
    VMADC   = 6'b010001,
    VSBC    = 6'b010010,
    VMSBC   = 6'b010011,
    VSMUL   = 6'b100111
} v_func6_vix_e;
typedef enum logic [5:0] {
    VMULHU  = 6'b100100,
    VMUL    = 6'b100101,
    VMULHSU = 6'b100110,
    VMULH   = 6'b100111,
    VMADD   = 6'b101001,
    VNMSUB  = 6'b101011,
    VMACC   = 6'b101101,
    VNMSAC  = 6'b101111,
    VMANDNOT  = 6'b011000,
    VMAND     = 6'b011001,
    VMOR      = 6'b011010,
    VMXOR     = 6'b011011,
    VMORNOT   = 6'b011100,
    VMNAND    = 6'b011101,
    VMNOR     = 6'b011110,
    VMXNOR    = 6'b011111
} v_func6_vx_e;
typedef enum logic [2:0] {
    OPIVV = 3'b000,
    OPIVI = 3'b011,
    OPIVX = 3'b100,
    OPMVV = 3'b010,
    OPMVX = 3'b110,
    CONF  = 3'b111
} v_func3_e;
typedef struct packed {
    logic        ill;
    logic [22:0] reserved;
    logic        vma;
    logic        vta;
    logic [2:0]  vsew;
    logic [2:0]  vlmul;
} csr_vtype_s;
typedef enum logic [2:0] {
  LMUL_1    = 3'b000,
  LMUL_2    = 3'b001,
  LMUL_4    = 3'b010,
  LMUL_8    = 3'b011,
  LMUL_RSVD = 3'b100
} vlmul_e;
typedef enum logic [2:0] {
  EW8    = 3'b000,
  EW16   = 3'b001,
  EW32   = 3'b010,
  EW64   = 3'b011,
  EWRSVD = 3'b1xx
} vew_e;
typedef enum logic [11:0] {
  CSR_VSTART = 12'h008,
  CSR_VTYPE  = 12'hC20,
  CSR_VL     = 12'hC21
} csr_reg_e;
typedef struct packed {
    logic [31:26] func6;
    logic vm;
    logic [24:20] rs2;
    logic [19:15] rs1;
    v_func3_e func3;
    logic [11:7] rd;
    logic [6:0] opcode;
} varith_type_t;
parameter   ADDR_WIDTH = 32;
parameter   DATA_WIDTH = 1024;
parameter   VECTOR_LENGTH = $clog2(1024);
(* keep_hierarchy = "yes" *)
(* DONT_TOUCH = "yes" *)
module dadda_8(A,B,y);
    input [7:0] A;
    input [7:0] B;
    output wire [15:0] y;
    wire  gen_pp [0:7][7:0];
    wire [5:0]  s1, c1;
    wire [13:0] s2, c2;
    wire [9:0]  s3, c3;
    wire [11:0] s4, c4;
    wire [13:0] s5, c5;
genvar i;
genvar j;
for(i = 0; i<8; i=i+1)begin
   for(j = 0; j<8;j = j+1)begin
      assign gen_pp[i][j] = A[j]*B[i];
end
end
    HA h1(.a(gen_pp[6][0]),.b(gen_pp[5][1]),.Sum(s1[0]),.Cout(c1[0]));
    HA h2(.a(gen_pp[4][3]),.b(gen_pp[3][4]),.Sum(s1[2]),.Cout(c1[2]));
    HA h3(.a(gen_pp[4][4]),.b(gen_pp[3][5]),.Sum(s1[4]),.Cout(c1[4]));
    csa_dadda c11(.A(gen_pp[7][0]),.B(gen_pp[6][1]),.Cin(gen_pp[5][2]),.Y(s1[1]),.Cout(c1[1]));
    csa_dadda c12(.A(gen_pp[7][1]),.B(gen_pp[6][2]),.Cin(gen_pp[5][3]),.Y(s1[3]),.Cout(c1[3]));     
    csa_dadda c13(.A(gen_pp[7][2]),.B(gen_pp[6][3]),.Cin(gen_pp[5][4]),.Y(s1[5]),.Cout(c1[5]));
    HA h4(.a(gen_pp[4][0]),.b(gen_pp[3][1]),.Sum(s2[0]),.Cout(c2[0]));
    HA h5(.a(gen_pp[2][3]),.b(gen_pp[1][4]),.Sum(s2[2]),.Cout(c2[2]));
    csa_dadda c21(.A(gen_pp[5][0]),.B(gen_pp[4][1]),.Cin(gen_pp[3][2]),.Y(s2[1]),.Cout(c2[1]));
    csa_dadda c22(.A(s1[0]),.B(gen_pp[4][2]),.Cin(gen_pp[3][3]),.Y(s2[3]),.Cout(c2[3]));
    csa_dadda c23(.A(gen_pp[2][4]),.B(gen_pp[1][5]),.Cin(gen_pp[0][6]),.Y(s2[4]),.Cout(c2[4]));
    csa_dadda c24(.A(s1[1]),.B(s1[2]),.Cin(c1[0]),.Y(s2[5]),.Cout(c2[5]));
    csa_dadda c25(.A(gen_pp[2][5]),.B(gen_pp[1][6]),.Cin(gen_pp[0][7]),.Y(s2[6]),.Cout(c2[6]));
    csa_dadda c26(.A(s1[3]),.B(s1[4]),.Cin(c1[1]),.Y(s2[7]),.Cout(c2[7]));
    csa_dadda c27(.A(c1[2]),.B(gen_pp[2][6]),.Cin(gen_pp[1][7]),.Y(s2[8]),.Cout(c2[8]));
    csa_dadda c28(.A(s1[5]),.B(c1[3]),.Cin(c1[4]),.Y(s2[9]),.Cout(c2[9]));
    csa_dadda c29(.A(gen_pp[4][5]),.B(gen_pp[3][6]),.Cin(gen_pp[2][7]),.Y(s2[10]),.Cout(c2[10]));
    csa_dadda c210(.A(gen_pp[7][3]),.B(c1[5]),.Cin(gen_pp[6][4]),.Y(s2[11]),.Cout(c2[11]));
    csa_dadda c211(.A(gen_pp[5][5]),.B(gen_pp[4][6]),.Cin(gen_pp[3][7]),.Y(s2[12]),.Cout(c2[12]));
    csa_dadda c212(.A(gen_pp[7][4]),.B(gen_pp[6][5]),.Cin(gen_pp[5][6]),.Y(s2[13]),.Cout(c2[13]));
    HA h6(.a(gen_pp[3][0]),.b(gen_pp[2][1]),.Sum(s3[0]),.Cout(c3[0]));
    csa_dadda c31(.A(s2[0]),.B(gen_pp[2][2]),.Cin(gen_pp[1][3]),.Y(s3[1]),.Cout(c3[1]));
    csa_dadda c32(.A(s2[1]),.B(s2[2]),.Cin(c2[0]),.Y(s3[2]),.Cout(c3[2]));
    csa_dadda c33(.A(c2[1]),.B(c2[2]),.Cin(s2[3]),.Y(s3[3]),.Cout(c3[3]));
    csa_dadda c34(.A(c2[3]),.B(c2[4]),.Cin(s2[5]),.Y(s3[4]),.Cout(c3[4]));
    csa_dadda c35(.A(c2[5]),.B(c2[6]),.Cin(s2[7]),.Y(s3[5]),.Cout(c3[5]));
    csa_dadda c36(.A(c2[7]),.B(c2[8]),.Cin(s2[9]),.Y(s3[6]),.Cout(c3[6]));
    csa_dadda c37(.A(c2[9]),.B(c2[10]),.Cin(s2[11]),.Y(s3[7]),.Cout(c3[7]));
    csa_dadda c38(.A(c2[11]),.B(c2[12]),.Cin(s2[13]),.Y(s3[8]),.Cout(c3[8]));
    csa_dadda c39(.A(gen_pp[7][5]),.B(gen_pp[6][6]),.Cin(gen_pp[5][7]),.Y(s3[9]),.Cout(c3[9]));
    HA h7(.a(gen_pp[2][0]),.b(gen_pp[1][1]),.Sum(s4[0]),.Cout(c4[0]));
    csa_dadda c41(.A(s3[0]),.B(gen_pp[1][2]),.Cin(gen_pp[0][3]),.Y(s4[1]),.Cout(c4[1]));
    csa_dadda c42(.A(c3[0]),.B(s3[1]),.Cin(gen_pp[0][4]),.Y(s4[2]),.Cout(c4[2]));
    csa_dadda c43(.A(c3[1]),.B(s3[2]),.Cin(gen_pp[0][5]),.Y(s4[3]),.Cout(c4[3]));
    csa_dadda c44(.A(c3[2]),.B(s3[3]),.Cin(s2[4]),.Y(s4[4]),.Cout(c4[4]));
    csa_dadda c45(.A(c3[3]),.B(s3[4]),.Cin(s2[6]),.Y(s4[5]),.Cout(c4[5]));
    csa_dadda c46(.A(c3[4]),.B(s3[5]),.Cin(s2[8]),.Y(s4[6]),.Cout(c4[6]));
    csa_dadda c47(.A(c3[5]),.B(s3[6]),.Cin(s2[10]),.Y(s4[7]),.Cout(c4[7]));
    csa_dadda c48(.A(c3[6]),.B(s3[7]),.Cin(s2[12]),.Y(s4[8]),.Cout(c4[8]));
    csa_dadda c49(.A(c3[7]),.B(s3[8]),.Cin(gen_pp[4][7]),.Y(s4[9]),.Cout(c4[9]));
    csa_dadda c410(.A(c3[8]),.B(s3[9]),.Cin(c2[13]),.Y(s4[10]),.Cout(c4[10]));
    csa_dadda c411(.A(c3[9]),.B(gen_pp[7][6]),.Cin(gen_pp[6][7]),.Y(s4[11]),.Cout(c4[11]));
    HA h8(.a(gen_pp[1][0]),.b(gen_pp[0][1]),.Sum(y[1]),.Cout(c5[0]));
    csa_dadda c51(.A(s4[0]),.B(gen_pp[0][2]),.Cin(c5[0]),.Y(y[2]),.Cout(c5[1]));
    csa_dadda c52(.A(c4[0]),.B(s4[1]),.Cin(c5[1]),.Y(y[3]),.Cout(c5[2]));
    csa_dadda c54(.A(c4[1]),.B(s4[2]),.Cin(c5[2]),.Y(y[4]),.Cout(c5[3]));
    csa_dadda c55(.A(c4[2]),.B(s4[3]),.Cin(c5[3]),.Y(y[5]),.Cout(c5[4]));
    csa_dadda c56(.A(c4[3]),.B(s4[4]),.Cin(c5[4]),.Y(y[6]),.Cout(c5[5]));
    csa_dadda c57(.A(c4[4]),.B(s4[5]),.Cin(c5[5]),.Y(y[7]),.Cout(c5[6]));
    csa_dadda c58(.A(c4[5]),.B(s4[6]),.Cin(c5[6]),.Y(y[8]),.Cout(c5[7]));
    csa_dadda c59(.A(c4[6]),.B(s4[7]),.Cin(c5[7]),.Y(y[9]),.Cout(c5[8]));
    csa_dadda c510(.A(c4[7]),.B(s4[8]),.Cin(c5[8]),.Y(y[10]),.Cout(c5[9]));
    csa_dadda c511(.A(c4[8]),.B(s4[9]),.Cin(c5[9]),.Y(y[11]),.Cout(c5[10]));
    csa_dadda c512(.A(c4[9]),.B(s4[10]),.Cin(c5[10]),.Y(y[12]),.Cout(c5[11]));
    csa_dadda c513(.A(c4[10]),.B(s4[11]),.Cin(c5[11]),.Y(y[13]),.Cout(c5[12]));
    csa_dadda c514(.A(c4[11]),.B(gen_pp[7][7]),.Cin(c5[12]),.Y(y[14]),.Cout(c5[13]));
    assign y[0] =  gen_pp[0][0];
    assign y[15] = c5[13];
endmodule 
module HA(a, b, Sum, Cout);
input a, b;  
output Sum, Cout;  
assign Sum = a ^ b; 
assign Cout = a & b; 
endmodule
module csa_dadda(A,B,Cin,Y,Cout);
input A,B,Cin;
output Y,Cout;
assign Y = A^B^Cin;
assign Cout = (A&B)|(A&Cin)|(B&Cin);
endmodule
==> flow/run.sh <==
#!/bin/bash
# OpenROAD 26Q1-2900-gdf79404cd8, Yosys 0.63+post, stock flow scripts
make -C /OpenROAD-flow-scripts/flow DESIGN_CONFIG=/design/flow/config.mk WORK_HOME=/design/flow/orfs finish
==> flow/config.mk <==
export PLATFORM = sky130hd
export DESIGN_NAME = dadda_8
export DESIGN_NICKNAME = dadda_8
export VERILOG_FILES = /design/flow/design.v
export SDC_FILE = /design/flow/constraint.sdc
export NUM_CORES = 4
export LEC_CHECK = 1
export CORE_UTILIZATION = 50
==> flow/constraint.sdc <==
current_design dadda_8

set clk_period 11.1
set clk_io_pct 0.2

create_clock -name clk0 -period $clk_period

set non_clock_inputs [all_inputs -no_clocks]
set_input_delay [expr $clk_period * $clk_io_pct] -clock clk0 $non_clock_inputs
set_output_delay [expr $clk_period * $clk_io_pct] -clock clk0 [all_outputs]
==> metrics.txt <==
# HELP chip_impl_metric Synthesis and place-and-route metrics
# TYPE chip_impl_metric gauge
chip_impl_metric{name="grt_start_max_net_pins",unit=""} 9
chip_impl_metric{name="clkbuf_count",unit=""} 0
chip_impl_info{name="yosysMostFrequentCell",value="sky130_fd_sc_hd__inv_1"} 1
chip_impl_metric{name="worst_relative_slew_slack",unit=""} 0.7823
chip_impl_metric{name="warning_count",unit=""} 33
chip_impl_metric{name="post_cts_setup_buffers",unit=""} 0
chip_impl_metric{name="power_leakage",unit="nW"} 1.037
chip_impl_info{name="largest_area_cell",value="sky130_fd_sc_hd__fa_1"} 1
chip_impl_metric{name="wl_per_cell",unit="µm"} 11.65
chip_impl_metric{name="drt-pass1-iter-count",unit=""} 3
chip_impl_metric{name="n_antenna_cell",unit=""} 0
chip_impl_info{name="crit_slowest_cell",value="sky130_fd_sc_hd__fa_1"} 1
chip_impl_metric{name="timing.max_cap.violations",unit=""} 0
chip_impl_metric{name="route.final.wire_length",unit="mm"} 2.993
chip_impl_metric{name="cts_hold_buffers_added",unit=""} 0
chip_impl_metric{name="seq_cells",unit=""} 0
chip_impl_metric{name="mappedNetlistArea",unit="µm²"} 1725
chip_impl_metric{name="drt_drc_violations_left",unit=""} 0
chip_impl_metric{name="portBuffers",unit=""} 32
chip_impl_metric{name="synth_stat.cells",unit=""} 185
chip_impl_metric{name="die_y",unit="µm"} 60.75
chip_impl_metric{name="fillers",unit=""} 265
chip_impl_metric{name="gr-usage-all-layers",unit=""} 0.2163
chip_impl_metric{name="dpl.hpwl",unit="mm"} 2.722
chip_impl_info{name="unrepaired_setup_endpoints_after_global_routing",value="false"} 1
chip_impl_metric{name="first_iter_violations",unit=""} 18
chip_impl_metric{name="grt_overflow_total",unit=""} 0
chip_impl_metric{name="tightest_slew",unit="ns"} 0.3255
chip_impl_info{name="run_status",value="complete, no violations"} 1
chip_impl_metric{name="syn_inst",unit=""} 185
chip_impl_info{name="worstSetupPathType",value="in -> out"} 1
chip_impl_metric{name="post-route-min-period",unit="ns"} 10.90
chip_impl_metric{name="syn_warnings",unit=""} 1
chip_impl_metric{name="powerDensity",unit="nW/µm²"} 106.1
chip_impl_metric{name="fin_crit_sh",unit=""} 0.9824
chip_impl_metric{name="initial_core_util",unit=""} 0.5472
chip_impl_metric{name="num_rows",unit=""} 20
chip_impl_metric{name="final-hold-violation-count",unit=""} 0
chip_impl_metric{name="synth.avg_cell_area",unit="µm²"} 9.327
chip_impl_metric{name="synth_unique_cells",unit=""} 6
chip_impl_metric{name="fp.dieArea",unit="µm²"} 3690
chip_impl_info{name="ys_top_cells_by_area",value="sky130_fd_sc_hd__fa_1 56%, sky130_fd_sc_hd__and2_1 17%, sky130_fd_sc_hd__inv_1 11%"} 1
chip_impl_metric{name="achievable-frequency",unit="MHz"} 91.71
chip_impl_metric{name="routed-via-count",unit=""} 1144
chip_impl_metric{name="grtUsageMet1",unit=""} 0.3939
chip_impl_metric{name="synth_chip_area",unit="µm²"} 1725
chip_impl_metric{name="drive_gt1_frac",unit=""} 0.1174
chip_impl_metric{name="vias_per_cell",unit=""} 4.451
chip_impl_info{name="top_cells_by_count",value="49 x sky130_fd_sc_hd__inv_1, 48 x sky130_fd_sc_hd__and2_1, 48 x sky130_fd_sc_hd__fa_1, 16 x sky130_fd_sc_hd__buf_4, 16 x sky130_fd_sc_hd__nand2_1"} 1
chip_impl_info{name="path_cells",value="clkdlybuf4s50_1 -> and2_1 -> ha_1 -> fa_1 -> inv_1 -> fa_1 -> inv_1 -> fa_1 -> fa_2 -> fa_2 -> fa_2 -> fa_2 -> fa_2 -> fa_2 -> fa_1 -> fa_2 -> fa_1 -> clkdlybuf4s50_1"} 1
chip_impl_metric{name="place.gp.congestion",unit=""} 0.8586
chip_impl_metric{name="grt_use_met2",unit=""} 0.3171
chip_impl_metric{name="finalSetupViolations",unit=""} 0
chip_impl_metric{name="antenna_found_initial",unit=""} 0
chip_impl_metric{name="worstPathArrival",unit="ns"} 8.68
chip_impl_metric{name="yosys.area.top_type_share",unit=""} 0.5569
chip_impl_metric{name="postRouteAntennaNets",unit=""} 0
chip_impl_metric{name="via_count_of_the_first_global_routing_pass",unit=""} 1218
chip_impl_info{name="busiest_layer",value="met1"} 1
chip_impl_metric{name="crit_path_max_incr_delay",unit="ns"} 0.54
chip_impl_metric{name="postLayoutCoreUtil",unit=""} 0.6694
chip_impl_info{name="worst_setup_path_end_kind",value="output pin"} 1
chip_impl_metric{name="wire_length_of_the_first_global_routing_pass",unit="mm"} 5.575
chip_impl_metric{name="path_max_fanout",unit=""} 8
chip_impl_metric{name="met3_usage",unit=""} 0.03888
chip_impl_info{name="timing.critical_path.from_type",value="input pin"} 1
chip_impl_metric{name="seq_area",unit="µm²"} 0
chip_impl_metric{name="required_time_of_the_worst_setup_path",unit="ns"} 8.88
chip_impl_metric{name="floorplan.die.width",unit="µm"} 60.75
chip_impl_metric{name="design.core.area",unit="µm²"} 3153
chip_impl_info{name="holdCritPathClass",value="in -> out"} 1
chip_impl_info{name="cpMostUsedCell",value="sky130_fd_sc_hd__fa_2"} 1
chip_impl_metric{name="ir_drop",unit="mV"} 0.04283
chip_impl_metric{name="count_of_pins_over_their_slew_limit",unit=""} 0
chip_impl_metric{name="area_growth_syn_to_layout",unit="%"} 22.33
chip_impl_metric{name="num_io_pins",unit=""} 32
chip_impl_metric{name="timing.setup.tns",unit="ns"} 0
chip_impl_metric{name="seq_area_frac_synth",unit=""} 0
layout make-up:
class	count	area [µm²]	share of cell area
inverters	49	183.9	0.08714
multi-input cells	120	1464	0.6935
well taps	44	55.05	0.02608
repair buffers	44	407.9	0.1932
path summary, 6_finish.rpt:
path | from | end | cells past startpoint
max | B[6] | y[14] | 18
min | B[0] | y[0] | 3
timing repair:
action / 4_1_cts / 5_1_grt
cloned: 0 / 0
gates resized: 7 / 8
setup endpoints to repair: 2 / 2
endpoints found under the hold margin: 0 / 0
pin swaps: 0 / 1
metrics by stage:
| step | instance area [µm²] | hold WS [ns] | power (mW) | std cells | setup slack [ns] |
|---|---|---|---|---|---|
| 2_1_floorplan | 1725 | 4.616 | 0.1586 | 185 | 0.8892 |
| 3_3_place_gp | 2071 | 5.524 | 0.2215 | 257 | -0.2691 |
| 3_5_place_dp | 2071 | 5.509 | 0.2218 | 257 | -0.2443 |
| 4_1_cts | 2081 | 5.516 | 0.2287 | 257 | 0.04132 |
| 5_1_grt | 2111 | 5.565 | 0.2654 | 257 | 0.01251 |
| 6_report | 2111 | 5.510 | 0.2240 | 257 | 0.1955 |
kinds of logic (layout without fill, tap and decap cells):
kind of cell,count (synthesis),after routing,share of synthesized area
adders and majority gates,56,56,0.6149
buffers and inverters,65,93,0.1762
and+or+nand+nor,64,64,0.2088
power breakdown:
part	leakage [nW]	internal (mW)	switching (mW)
clock	0	0	0
sequential	0	0	0
combinational	1.04	0.145	0.0788
total	1.04	0.145	0.0788
worst max-delay path: cells and delay by family:
family        cells  cell delay (ns)
buf+inv           4             1.09
simple gates      1             0.23
fa+ha+maj        13             5.14
routing by layer:
layer / up-vias / wire (µm)
met5: - / 0
met2: 28 / 1313
met1: 562 / 1561
li1: 554 / -
met4: 0 / 0
met3: 0 / 118
cell usage in the layout (no fill, tap or decap):
cell	instances
sky130_fd_sc_hd__clkdlybuf4s50_1	30
sky130_fd_sc_hd__buf_4	12
sky130_fd_sc_hd__and2_4	2
sky130_fd_sc_hd__and2_1	46
sky130_fd_sc_hd__ha_4	1
sky130_fd_sc_hd__fa_1	38
sky130_fd_sc_hd__dlygate4sd2_1	2
sky130_fd_sc_hd__nand2_1	16
sky130_fd_sc_hd__ha_1	7
sky130_fd_sc_hd__fa_2	10
sky130_fd_sc_hd__inv_1	49
Power and IR drop assume default switching activity.
