`flow/design.v`:
```
typedef enum logic [16-1:0] {
    MTIME_LOW_R     = 16'hbff8,
    MTIME_HIGH_R    = 16'hbffc,
    MTIMECMP_LOW_R  = 16'h4000,
    MTIMECMP_HIGH_R = 16'h4004
} type_mtime_regs_e;
parameter WR_STROB = 512/8;
parameter VLMAX = 16 ;
parameter CSR_ADDR = 12;
typedef enum logic [6:0] {
    V_ARITH = 7'h57,
    V_LOAD  = 7'h07,
    V_STORE = 7'h27
} v_opcode_e;
typedef enum logic [5:0] {
    VADD    = 6'b000000,
    VSUB    = 6'b000010,
    VRSUB   = 6'b000011,
    VMINU   = 6'b000100,
    VMIN    = 6'b000101,
    VMAXU   = 6'b000110,
    VMAX    = 6'b000111,
    VAND    = 6'b001001,
    VOR     = 6'b001010,
    VXOR    = 6'b001011,
    VMSEQ   = 6'b011000,
    VMSNE   = 6'b011001,
    VMSLTU  = 6'b011010,
    VMSLT   = 6'b011011,
    VMSLEU  = 6'b011100,
    VMSLE   = 6'b011101,
    VMSGTU  = 6'b011110,
    VMSGT   = 6'b011111,
    VSLL    = 6'b100101,    
    VSRL    = 6'b101000,
    VSRA    = 6'b101001,
    VMV     = 6'b010111,
    VSSRL   = 6'b101010,
    VSSRA   = 6'b101011,
    VNSRL   = 6'b101100,
    VNSRA   = 6'b101101,
    VADC    = 6'b010000,
    VMADC   = 6'b010001,
    VSBC    = 6'b010010,
    VMSBC   = 6'b010011,
    VSMUL   = 6'b100111
} v_func6_vix_e;
typedef enum logic [5:0] {
    VMULHU  = 6'b100100,
    VMUL    = 6'b100101,
    VMULHSU = 6'b100110,
    VMULH   = 6'b100111,
    VMADD   = 6'b101001,
    VNMSUB  = 6'b101011,
    VMACC   = 6'b101101,
    VNMSAC  = 6'b101111,
    VMANDNOT  = 6'b011000,
    VMAND     = 6'b011001,
    VMOR      = 6'b011010,
    VMXOR     = 6'b011011,
    VMORNOT   = 6'b011100,
    VMNAND    = 6'b011101,
    VMNOR     = 6'b011110,
    VMXNOR    = 6'b011111
} v_func6_vx_e;
typedef enum logic [2:0] {
    OPIVV = 3'b000,
    OPIVI = 3'b011,
    OPIVX = 3'b100,
    OPMVV = 3'b010,
    OPMVX = 3'b110,
    CONF  = 3'b111
} v_func3_e;
typedef struct packed {
    logic        ill;
    logic [22:0] reserved;
    logic        vma;
    logic        vta;
    logic [2:0]  vsew;
    logic [2:0]  vlmul;
} csr_vtype_s;
typedef enum logic [2:0] {
  LMUL_1    = 3'b000,
  LMUL_2    = 3'b001,
  LMUL_4    = 3'b010,
  LMUL_8    = 3'b011,
  LMUL_RSVD = 3'b100
} vlmul_e;
typedef enum logic [2:0] {
  EW8    = 3'b000,
  EW16   = 3'b001,
  EW32   = 3'b010,
  EW64   = 3'b011,
  EWRSVD = 3'b1xx
} vew_e;
typedef enum logic [11:0] {
  CSR_VSTART = 12'h008,
  CSR_VTYPE  = 12'hC20,
  CSR_VL     = 12'hC21
} csr_reg_e;
typedef struct packed {
    logic [31:26] func6;
    logic vm;
    logic [24:20] rs2;
    logic [19:15] rs1;
    v_func3_e func3;
    logic [11:7] rd;
    logic [6:0] opcode;
} varith_type_t;
parameter   ADDR_WIDTH = 32;
parameter   DATA_WIDTH = 1024;
parameter   VECTOR_LENGTH = $clog2(1024);
(* keep_hierarchy = "yes" *)
(* DONT_TOUCH = "yes" *)
module multiplier_8 (
    input logic         clk,
    input logic         reset,
    input logic [31:0]  data_in_A,
    input logic [31:0]  data_in_B,
    input logic [1:0]   sew,
    input logic         start,
    input logic         signed_mode,
    output logic        count_0,    
    output logic [7:0]  mult1_A,
    output logic [7:0]  mult1_B,
    output logic [7:0]  mult2_A,
    output logic [7:0]  mult2_B,
    output logic [7:0]  mult3_A,
    output logic [7:0]  mult3_B,
    output logic [7:0]  mult4_A,
    output logic [7:0]  mult4_B,
    output logic [7:0]  mult5_A,
    output logic [7:0]  mult5_B,
    output logic [7:0]  mult6_A,
    output logic [7:0]  mult6_B,
    output logic [7:0]  mult7_A,
    output logic [7:0]  mult7_B,
    output logic [7:0]  mult8_A,
    output logic [7:0]  mult8_B,
    output logic        sign_A0, sign_A1, sign_A2, sign_A3,
    output logic        sign_B0, sign_B1, sign_B2, sign_B3
);   
    logic [7:0] A0, A1, A2, A3;
    logic [7:0] B0, B1, B2, B3;
    logic [7:0] A0_abs, A1_abs, A2_abs, A3_abs;
    logic [7:0] B0_abs, B1_abs, B2_abs, B3_abs;
    logic sew_was_2;
    logic count_0_prev;
    assign A0 = data_in_A[7:0];
    assign A1 = data_in_A[15:8];
    assign A2 = data_in_A[23:16];
    assign A3 = data_in_A[31:24];
    assign B0 = data_in_B[7:0]; 
    assign B1 = data_in_B[15:8];
    assign B2 = data_in_B[23:16];
    assign B3 = data_in_B[31:24];
    assign sign_A0 = A0[7];
    assign sign_A1 = A1[7];
    assign sign_A2 = A2[7];
    assign sign_A3 = A3[7];
    assign sign_B0 = B0[7];
    assign sign_B1 = B1[7];
    assign sign_B2 = B2[7];
    assign sign_B3 = B3[7];
    always_comb begin
        if (signed_mode) begin
            case (sew)
                2'b00: begin  
                    A0_abs = sign_A0 ? (~A0 + 8'd1) : A0;
                    A1_abs = sign_A1 ? (~A1 + 8'd1) : A1;
                    A2_abs = sign_A2 ? (~A2 + 8'd1) : A2;
                    A3_abs = sign_A3 ? (~A3 + 8'd1) : A3;
                    B0_abs = sign_B0 ? (~B0 + 8'd1) : B0;
                    B1_abs = sign_B1 ? (~B1 + 8'd1) : B1;
                    B2_abs = sign_B2 ? (~B2 + 8'd1) : B2;
                    B3_abs = sign_B3 ? (~B3 + 8'd1) : B3;
                end
                2'b01: begin  
                    {A1_abs, A0_abs} = sign_A1 ? (~{A1, A0} + 16'd1) : {A1, A0};
                    {A3_abs, A2_abs} = sign_A3 ? (~{A3, A2} + 16'd1) : {A3, A2};
                    {B1_abs, B0_abs} = sign_B1 ? (~{B1, B0} + 16'd1) : {B1, B0};
                    {B3_abs, B2_abs} = sign_B3 ? (~{B3, B2} + 16'd1) : {B3, B2};
                end
                2'b10: begin  
                    {A3_abs, A2_abs, A1_abs, A0_abs} = sign_A3 ?  (~data_in_A + 32'd1) : data_in_A;
                    {B3_abs, B2_abs, B1_abs, B0_abs} = sign_B3 ?  (~data_in_B + 32'd1) : data_in_B;
                end
                default: begin
                    A0_abs = A0; A1_abs = A1; A2_abs = A2; A3_abs = A3;
                    B0_abs = B0; B1_abs = B1; B2_abs = B2; B3_abs = B3;
                end
            endcase
        end
        else if (!signed_mode) begin
            A0_abs = A0;
            A1_abs = A1;
            A2_abs = A2;
            A3_abs = A3;
            B0_abs = B0;
            B1_abs = B1;
            B2_abs = B2;
            B3_abs = B3;
        end
        else begin
            A0_abs = A0;
            A1_abs = A1;
            A2_abs = A2;
            A3_abs = A3;
            B0_abs = B0;
            B1_abs = B1;
            B2_abs = B2;
            B3_abs = B3;
        end
    end
    logic [1:0] cycle_counter;
    logic [31:0] prev_data_in_A;
    logic [31:0] prev_data_in_B;
    logic new_transaction;
    always_ff @(posedge clk) begin
        if (start && sew == 2'b10) begin 
            count_0 <= 1'b1;
        end else begin 
            count_0 <= 1'b0;
        end
    end
    assign mult1_A = A0_abs;
    assign mult2_A = A1_abs;
    assign mult3_A = (sew == 2'b01 ) ? A0_abs : A2_abs ;
    assign mult4_A = (sew == 2'b01 ) ? A1_abs : A3_abs ;
    assign mult5_A = (sew == 2'b01 ) ? A2_abs : A0_abs ;
    assign mult6_A = (sew == 2'b01 ) ? A3_abs : A1_abs ;
    assign mult7_A = A2_abs;
    assign mult8_A = A3_abs;
    logic [7:0] mux0_out, mux1_out;
    assign mux0_out = count_0 ? B2_abs : B0_abs;
    assign mux1_out = count_0 ? B3_abs : B1_abs;
    assign mult1_B = (sew == 2'b00) ? B0_abs :
                     (sew == 2'b01) ? B0_abs :
                     (sew == 2'b10) ? mux0_out : 8'b0;
    assign mult2_B = (sew == 2'b00) ? B1_abs :
                     (sew == 2'b01) ? B0_abs :
                     (sew == 2'b10) ? mux0_out : 8'b0;
    assign mult3_B = (sew == 2'b00) ? B2_abs :
                     (sew == 2'b01) ? B1_abs :
                     (sew == 2'b10) ? mux0_out : 8'b0;
    assign mult4_B = (sew == 2'b00) ? B3_abs :
                     (sew == 2'b01) ? B1_abs :
                     (sew == 2'b10) ? mux0_out : 8'b0;
    assign mult5_B = (sew == 2'b00) ? B0_abs :
                     (sew == 2'b01) ? B2_abs :
                     (sew == 2'b10) ? mux1_out : 8'b0;
    assign mult6_B = (sew == 2'b00) ? B1_abs :
                     (sew == 2'b01) ? B2_abs :
                     (sew == 2'b10) ? mux1_out : 8'b0;
    assign mult7_B = (sew == 2'b00) ? B2_abs :
                     (sew == 2'b01) ? B3_abs :
                     (sew == 2'b10) ? mux1_out : 8'b0;
    assign mult8_B = (sew == 2'b00) ? B3_abs :
                     (sew == 2'b01) ? B3_abs :
                     (sew == 2'b10) ? mux1_out : 8'b0;
endmodule
```
`flow/run.sh`:
```
#!/bin/bash
# OpenROAD 26Q1-2900-gdf79404cd8, Yosys 0.63+post, stock flow scripts
make -C /OpenROAD-flow-scripts/flow DESIGN_CONFIG=/design/flow/config.mk WORK_HOME=/design/flow/orfs finish
```
`flow/config.mk`:
```
export PLATFORM = sky130hd
export DESIGN_NAME = multiplier_8
export DESIGN_NICKNAME = multiplier_8
export VERILOG_FILES = /design/flow/design.v
export SDC_FILE = /design/flow/constraint.sdc
export NUM_CORES = 4
export LEC_CHECK = 1
export CORE_UTILIZATION = 40
```
`flow/constraint.sdc`:
```
current_design multiplier_8

set clk_period 12.8
set clk_io_pct 0.2

create_clock -name clk0 -period $clk_period [get_ports {clk}]

set non_clock_inputs [all_inputs -no_clocks]
set_input_delay [expr $clk_period * $clk_io_pct] -clock clk0 $non_clock_inputs
set_output_delay [expr $clk_period * $clk_io_pct] -clock clk0 [all_outputs]
```
==> results_slide.txt <==
Key Metrics from the Run

Run
  – Log Warnings: 33
  – Max-cap violations: 0

Critical path
  – WP buf/inv: 4
  – Crit path max-delay family: buffers and inverters
  – CP cell instances: clkdlybuf4s50_1 -> inv_1 -> ha_2 -> inv_1 -> or3_1 -> a221o_1 -> a22oi_1 -> o21ai_0 -> a221o_1 -> a21boi_0 -> clkdlybuf4s50_1
  – Largest stage delay on the critical path: 850 ps
  – Worst EP required: about 10000 ps
  – WP depth: 11
  – Crit path DAT: 6970 ps
  – CP Max Fanout: roughly 44
  – Crit start category: input pin
  – Critical-path top delay cell: ha_2
  – CP Capture Type: output port
  – WS Path Type: in2out

Synth
  – Post-synthesis cell type count: 84
  – Ys cells: 1033
  – Cell area leaders: o21ai_0 7.0%, a21oi_1 6.6%, mux2i_1 5.7%, nor2_1 5.6%, nand2_1 5.5%
  – Synth Seq Share: 0.317%
  – Top cell area share: 7.05%
  – Synthesized area: 6320 sq um
  – Cells after Synth: 1033
  – Synth Flop Type: dfxtp_1
  – Yosys stat area: 6320 sq um
  – Synth area leader: o21ai_0
  – Synth async-reset ratio: 0%
  – Yosys Warn Count: 1
  – Top cells by count, synth: 94 x nor2_1, 93 x nand2_1, 89 x o21ai_0
  – Mean Syn Cell Area: 6.12 sq um
  – Synthesized flop and latch total: 1
  – Count of library flops with an enable pin: 0
  – Most frequent cell after synthesis: nor2_1

Power and ir drop
  – Total Power: 359 uW
  – LEAKAGE: 3.06 nW
  – Maximum vdd drop: 0.0229 mV
  – Pwr per Cell Area: 43.3 nW/um^2

CTS
  – Post-CTS Setup Bufs: 0
  – Clock Pin Slew Worst Setup and Hold Paths: 0 ps
  – CTS Hold Bufs: 0
  – Post-cts resize count: 0

Drt
  – Via density: 6.45
  – DRC violations left: 0
  – N_diodes: 0
  – Antenna-violating nets left: 0
  – DR pass1 iterations: 5
  – Initial DRC count: 839
  – Vias: 8806
  – Final WL: 29100 um
  – DR WL/cell: 21.3 um

Global routing
  – First-pass GRT wire length: around 45000 um
  – Vias in the first global route: ~7800
  – Initial antenna violation count: 0
  – Total global routing track utilization: 35.2%
  – Total congestion overflow: 0
  – Largest net degree at the start of global routing: 81

STA
  – Period utilisation layout: between 70 and 80%
  – Setup TNS: 0 ps
  – RSZ-0062 raised after global routing: false
  – Max Freq: approximately 100 MHz
  – Worst Tran Pin Value: 994 ps
  – Max-slew violation count: 0
  – Tmin final: ~9500 ps
  – Slew Limit Headroom: approximately a third
  – Final hold viol count: 0
  – Final setup viols: 0

Worst hold path
  – Class of the worst hold path: in2reg
  – Worst hold stages: 2

Placed design
  – IO Port Bufs: 205
  – Post-DP HPWL: 21600 um
  – Placed cells: 1365
  – GPL Wtd Cong: just under 1

Die
  – Chip area: 16300 sq um
  – Number of cell rows: 45
  – Die width: 128 um
  – FP Core Util: 41.3%
  – # IOs: 207
  – CORE AREA: 15300 sq um
  – Die Y: 128 um

Status
  – Status: completed

Finish
  – Utilization after layout: 54.1%
  – Largest register FFs: 1
  – Regs by FF count: count_0 x1
  – Area Growth Syn to Fin: 31.2%
  – Non-Filler Instances: between 1000 and 1500
  – Fraction of layout cells with a size suffix above 1: between 5 and 6%
  – Largest Register: count_0
==> report_power, final <==
part / internal [mW] / leakage, nW / switching [mW]
logic: 0.173 / 3.05 / 0.183
registers: 0.00331 / 0.00822 / 0.000537
clock network: 0 / 0 / 0
total: 0.176 / 3.06 / 0.183
==> layout by cell type (no fill, tap or decap), types with 17 or more instances in the layout <==
cell type / n
nand2_1: 93
o21ai_0: 89
inv_1: 59
nor3_1: 32
or3_1: 24
buf_4: 17
nor2_1: 94
mux2i_1: 36
clkdlybuf4s50_1: 205
a21oi_1: 83
a22oi_1: 18
a31oi_1: 21
==> cell type report <==
type                       count  area (sq um)
fill                        1528          7020
multi-input combinational    869          5590
timing repair buffer         222          2180
tap                          211           264
inverter                      62           233
sequential                     1          20.0
==> metal layers <==
| metal | part of all wire [%] | global-route usage, % |
|---|---|---|
| met1 | 45 | 53.6 |
| met2 | 43 | 53.5 |
| met3 | 10 | 4.21 |
| met5 | 0 | 0 |
| met4 | 2.2 | 6.92 |
==> through the flow <==
step                hold slack (ps)  cell area (sq um)  worst slack, ps
floorplan                      2690               6320             5390
global placement               3140               8290             3390
detailed placement             3160               8290             3380
CTS                            3160               8290             3390
global route                   3180               8290             3170
finish                         3150               8290             3270
==> path summary, 6_finish.rpt <==
check                  start              end
worst max-delay path  sew[0]       mult3_B[1]
worst min-delay path   start  count_0$_DFF_P_
==> kinds of logic (layout without fill, tap and decap cells) <==
group                      count (synthesis)  in the layout  synth area share [%]
AOI/OAI and AO/OA                        421            421                  45.5
adders and majority gates                 17             17                  3.36
DFF                                        1              1                 0.317
muxes                                     46             46                  7.48
xor gates and xnor gates                  12             12                  1.66
buffers and inverters                    163            284                  11.3
and+or+nand+nor                          373            373                  30.3
No activity file was given, so power comes from the tool's default toggle rates.
