==> /design/flow/design.v <==
module single_cycle_val_ready_controller (
    input   logic       clk,
    input   logic       reset,
    input   logic       is_vector,
    output  logic       inst_valid,         
    input   logic       vec_pro_ack,        
    output  logic       scalar_pro_ready,           
    output  logic       scalar_pro_ack             
);
typedef enum logic [1:0]{  
    IDLE,
    PROCESS,
    WAIT_READY
} val_read_states_e;
val_read_states_e  c_state,n_state;
always_ff @( posedge clk or negedge reset) begin 
    if (!reset)begin
        c_state <= IDLE;
    end
    else begin
        c_state <= n_state; 
    end
end
always_comb begin
    n_state = IDLE;
    case (c_state)
      IDLE  :   begin
            if (is_vector)      n_state = PROCESS;
            else                n_state = IDLE;
      end
      PROCESS  :   begin
                if (vec_pro_ack) begin
                    n_state = WAIT_READY;
                end
                else n_state = PROCESS;
            end   
      WAIT_READY : begin
               n_state = IDLE;
        end    
        default: n_state = IDLE; 
    endcase    
end
always_comb begin 
    scalar_pro_ready = 1'b1;
    scalar_pro_ack   = 1'b0;
    inst_valid = 1'b0;
    case (c_state)
       IDLE : begin
            scalar_pro_ready = 1'b0;
            scalar_pro_ack   = 1'b0;
            inst_valid = 1'b0;
        end
        PROCESS : begin
            inst_valid = 1'b1;
            if (vec_pro_ack)begin
                scalar_pro_ready = 1'b1;
                scalar_pro_ack = 1'b0;  
            end
            else begin
                scalar_pro_ready  = 1'b0;    
            end
        end 
        WAIT_READY : begin
            inst_valid = 1'b1;
            scalar_pro_ack = 1'b1;
            scalar_pro_ready = 1'b0;
        end
        default: begin
            scalar_pro_ready = 1'b0;
            scalar_pro_ack   = 1'b0;
            inst_valid = 1'b0;
        end
    endcase
end
endmodule
==> /design/flow/run.sh <==
#!/bin/bash
# OpenROAD 26Q1-2900-gdf79404cd8, Yosys 0.63+post, stock flow scripts
make -C /OpenROAD-flow-scripts/flow DESIGN_CONFIG=/design/flow/config.mk WORK_HOME=/design/flow/orfs finish
==> /design/flow/config.mk <==
export PLATFORM = sky130hd
export DESIGN_NAME = single_cycle_val_ready_controller
export DESIGN_NICKNAME = single_cycle_val_ready_controller
export VERILOG_FILES = /design/flow/design.v
export SDC_FILE = /design/flow/constraint.sdc
export NUM_CORES = 4
export LEC_CHECK = 1
export CORE_AREA = 10 10 70 70
export DIE_AREA = 0 0 80 80
==> /design/flow/constraint.sdc <==
current_design single_cycle_val_ready_controller

set clk_period 1.0
set clk_io_pct 0.2

create_clock -name clk0 -period $clk_period [get_ports {clk}]

set non_clock_inputs [all_inputs -no_clocks]
set_input_delay [expr $clk_period * $clk_io_pct] -clock clk0 $non_clock_inputs
set_output_delay [expr $clk_period * $clk_io_pct] -clock clk0 [all_outputs]
==> results.txt <==
On the backend side, the flow ran end to end.

Post-synthesis, Yosys gives the total cell area as ~110 um2. According to the timing report, the arrival time at the worst endpoint equals between 900 and 1000 ps. Data on the critical path is required at its endpoint by ~800 ps. The via count of the first global-routing pass was 120. TritonCTS built the clock tree. The number of standard-cell rows in the floorplan stands at 21. The post-synthesis cell type count stands at 8. The shortest clock period the worst path allows after layout stands at 1160 ps.

In the final timing run, aggregate negative setup slack is -257 ps. The worst hold slack stands at between 100 and 150 ps. The post-route clock period utilization stands at 116%. The total overflow left after global routing is 0. The pin count of the biggest net entering global routing stands at 4. The final reports fail on negative setup slack. The worst-case reg-to-reg path depth stands at 3. The number of antenna diodes in the final layout is 0. The min-delay analysis places its worst path in the category primary input to asynchronous set/reset pin. After detailed placement, the design holds a cell count of around 63.

The number of maximum-capacitance constraint violations stands at 0. The critical path maximum fanout is 3. The total via count in the routed design stands at 109.

The clock transition at the registers of the reported paths stands at around 40 ps. The fraction of final layout cells with drive strength greater than 1 stands at 47.8%. The placement stage leaves a total instance area of roughly 240 um2. After clock tree synthesis, the flow added hold-fix buffers numbering 0. STA classifies the critical path endpoint as a primary output.

The insertion delay at the late pin of the worst-skew pair stands at 230 ps. The placeable core region stands at about 3400 um2. The worst clock skew on the final layout stands at 2.45 ps. The number of flip-flops under the largest register name stands at 3. The biggest area contributor in the post-synthesis netlist is dfrtp_1. The number of clock sinks came to 3.

According to the I/O placement log, the pin count is 7. The actual transition at the worst max-transition pin stands at between 100 and 150 ps. The maximum VDD drop stands at approximately 170 uV. CTS added clock buffers totalling 3. The post-synthesis to final-layout area growth stands at 147%. The global routing usage summed across all routing layers stands at around 1.3%.

Per the synth log, the flip-flop and latch total comes to 3. Dividing the detail-routed wire length by the instance count gives 6.03 um. The final report lists a non-filler cell total of about 69.

The max-slew check reports its worst relative slack as 91.0%. The number of detailed-routing iterations run before antenna repair stands at 2. The count of instantiated cells in the yosys netlist stands at 10.

At the floorplan stage, the core utilization is reported as between 3 and 4%. The portion of the post-synthesis area used by sequential elements stands at ~67%. The largest register by flop count is c_state. The die is 80 um tall.

The global-route track usage on met3 stands at under 10%. The DRC violation count after routing stands at 0. The final timing report counts setup violations totalling 3.

No sink is reached through more buffers than the 2 on the longest clock path. The final HPWL from detailed placement stands at roughly 320 um. The wire length of the first global-routing pass stands at between 500 and 600 um. The stage logs contain a warning count of 27.

In the post-synthesis netlist, the biggest area contributors are dfrtp_1 44%, dfstp_2 23%, a21o_1 6.6%. The count of input and output buffers stands at 6. Max-slew check failures listed in the final report amount to 0. The area fraction of the largest cell type after synthesis is a little over two fifths.

The total number of yosys warnings stands at 1. Routability-driven placement finished with a final weighted congestion of between 0.6 and 0.7. The setup slack after layout stands at -158 ps. The fmax stands at about 860 MHz. The chip occupies between 6000 and 7000 um2. The detailed router finished its first iteration with 2 violations. The netlist area before placement stands at about 110 um2.

Global routing put the most usage on met3. Dividing total power by cell area gives a power density of 1580 nW/um2. The static power due to leakage stands at ~0.13 nW. Setup repair after global routing could not meet its margin everywhere. The run finished, with violations left.

Wires add up to 416 um. The met2 routing resource usage after global routing stands at 1.20%. After routing the design area is around 280 um2. Per the CTS log, the root buffer master is clkbuf_4. The width of the chip stands at about 80 um. The setup path with the least slack is of type flop to primary output. The number of antenna violations at the first check in global routing came to 0. Global routing consumed, on the met1 layer, approximately 1.5% of the routing resources. The number of levels in the clock H-tree stands at 1. The worst setup path is launched from a flop.

The cell count after synthesis came out at 10. The registers reported with the highest flop counts are c_state (3). Once detail routing completed, the nets flagged for antenna violations numbered 0. The per-instance average area after synthesis stands at approximately 11 um2. Dividing the detail-routed via count by the number of cells gives about 1.6. For this run, the share of the core covered by cells in the final layout is under 10%. The most common logic cells in the final layout are 3 x clkbuf_4, 3 x buf_6. The number of failing hold endpoints at the final stage stands at 0.
[path summary, 6_finish.rpt]
| kind | slack, ps | to | start |
|---|---|---|---|
| worst min register to register | 500 | c_state[2]$_DFF_PN0_ | c_state[0]$_DFF_PN1_ |
| worst min-delay path | 150 | c_state[1]$_DFF_PN0_ | reset |
| worst max register to register | 170 | c_state[0]$_DFF_PN1_ | c_state[1]$_DFF_PN0_ |
| max in group asynchronous | 630 | c_state[0]$_DFF_PN1_ | reset |
| worst max-delay path | -160 | inst_valid | c_state[2]$_DFF_PN0_ |
| min in group clk0 | 290 | c_state[2]$_DFF_PN0_ | vec_pro_ack |
[area by class of cell]
type                       instances  area, um2
multi-input combinational          5       31.3
clock buffer                       4       26.3
timing repair buffer               9       82.6
fill                             406       3130
inverter                           2       7.51
sequential                         3       76.3
tap                               46       57.6
[cell usage after synthesis (all sizes together)]
cell type / instances
a21o: 1
and2: 1
dfrtp: 2
dfstp: 1
inv: 2
nand2: 1
o21ai: 1
or2: 1
[critical path, stage by stage (launching register included)]
cell	delay, ps
dfrtp_1	390
or2_1	220
buf_2	120
[through the flow]
step	total power, mW	setup WS [ps]
after detailed placement	0.227	-526
after CTS	0.454	-157
after global placement	0.225	-510
final	0.445	-158
after global routing	0.477	-188
after floorplan	0.169	253
[cell families (layout without fill, tap and decap cells)]
family,count (synthesis),after routing,synth area share [%]
buffers and inverters,2,15,6.60
AOI/OAI and AO/OA,2,2,11.0
DFF,3,3,67.0
and+or+nand+nor,3,3,15.4
[report_power, final]
| part | internal (mW) | switching, mW |
|---|---|---|
| combinational | 0.0587 | 0.0231 |
| clock | 0.149 | 0.0600 |
| sequential | 0.143 | 0.0109 |
[timing repair]
action,4_1_cts,5_1_grt
endpoints found under the hold margin,0,0
pin swaps,1,1
setup buffers,1,1
resized,14,0
setup endpoints to repair,3,3
[per-layer routing]
| metal | wire [um] | part of all wire [%] | vias up |
|---|---|---|---|
| met4 | 0 | 0 | 0 |
| li1 | - | - | 55 |
| met3 | 78 | 19 | 0 |
| met2 | 136 | 33 | 6 |
| met1 | 201 | 48 | 48 |
| met5 | 0 | 0 | - |
Power is estimated from default activity; no workload was simulated.
